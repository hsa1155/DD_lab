==> design/flow/design.v <==
`timescale 1ns/1ps
module lab9_hw(
	CLK, 
	RST, 
	in_a, 
	in_b, 
	Product, 
	Product_Valid
);
input 			CLK, RST;
input 	[7:0]	in_a;			 
input 	[7:0]	in_b;			 
output 	[15:0]  Product;
output  		Product_Valid;
reg  signed [17:0]	Product_booth;
reg 	[7:0]	Mplicand;		 
reg 	[7:0]	Mplier;			 
reg 			Product_Valid;
reg 	[5:0]	Counter ;
reg				sign;			 
assign Product = Product_booth[16:1];
always @(posedge CLK or posedge RST)
begin
	if (RST)begin
		Counter <= 6'b0;
	end
	else if (~Product_Valid)
		Counter <= Counter + 1'b1;
	else
		Counter <= Counter;
end
always @(posedge CLK or posedge RST)
begin
	if(RST) begin
		Product_booth  <= 17'b0;
		Mplicand <= 8'b0;	
	end 
	else if(Counter == 6'd0) begin
		Mplicand 	<= in_a;
		Product_booth <= {8'b0, in_b, 1'b0};		
	end 
	else if(Counter <=6'd4) 
	begin
	if(Product_booth[2:0] == 3'b001 || Product_booth[2:0] == 3'b010)
			Product_booth = Product_booth+{Mplicand,9'b0};
		else if(Product_booth[2:0] == 3'b101 || Product_booth[2:0] == 3'b110)
			Product_booth = Product_booth-{Mplicand,9'b0};
		else if(Product_booth[2:0] == 3'b011)
		begin	Product_booth = Product_booth+{Mplicand,9'b0}+{Mplicand,9'b0};end
		else if(Product_booth[2:0] == 3'b100)
			Product_booth = Product_booth-{Mplicand,9'b0}-{Mplicand,9'b0};
		Product_booth = Product_booth >>>2;
	end
end
always @(posedge CLK or posedge RST)
begin
	if(RST)
		Product_Valid <=1'b0;
	else if(Counter==6'd4)
		Product_Valid <=1'b1;
	else
		Product_Valid <=1'b0;
end
endmodule
==> design/flow/run.sh <==
#!/bin/bash
# OpenROAD 26Q1-2900-gdf79404cd8, Yosys 0.63+post, stock flow scripts
make -C /OpenROAD-flow-scripts/flow DESIGN_CONFIG=/design/flow/config.mk WORK_HOME=/design/flow/orfs finish
==> design/flow/config.mk <==
export PLATFORM = sky130hd
export DESIGN_NAME = lab9_hw
export DESIGN_NICKNAME = lab9_hw
export VERILOG_FILES = /design/flow/design.v
export SDC_FILE = /design/flow/constraint.sdc
export NUM_CORES = 4
export LEC_CHECK = 1
export CORE_UTILIZATION = 50
==> design/flow/constraint.sdc <==
current_design lab9_hw

set clk_period 7.3
set clk_io_pct 0.2

create_clock -name clk0 -period $clk_period [get_ports {CLK}]

set non_clock_inputs [all_inputs -no_clocks]
set_input_delay [expr $clk_period * $clk_io_pct] -clock clk0 $non_clock_inputs
set_output_delay [expr $clk_period * $clk_io_pct] -clock clk0 [all_outputs]
==> git commit body <==
Log flow metrics for this revision

* Startpoint kind of the worst setup timing path: register
- Setup violations remaining at the end of the flow were counted as 0.
* Overall die height: 81.2 um
- The analysis attributes to cell leakage a power of 1.54 nW.
- CTS built an H-tree with a depth of 2.
- DRC: 0
- Launch point of the worst hold path: Counter[5]
- Warning count from the yosys run: 1
- Pin placement for this block handled 35 I/O pins.
* Clock tree from TritonCTS: built
- Number of buffers inserted during clock tree synthesis: 5
- Logic family by area: AND-OR/OR-AND gates
* Routability congestion estimate from global placement: 0.932
- Post-CTS Hold Buffers: 0
- Counting pins that exceed their max-slew limit in the final report gives 0.
- The overall die size recorded for this design is 6590 um2.
- On the worst setup and hold paths after CTS, the clock-pin slew comes to 80 ps.
- The most common cell in the synthesized netlist is sky130_fd_sc_hd__nand2_1.
- Floorplan Core Area: 5990 um2
- The netlist uses 67 different library cells.
- The setup path with the least slack is of type reg2reg.
- In this run, the synthesized area fraction spent on xor and xnor cells is recorded as 7.47%.
- Compound-cell area share of the yosys netlist: 24.2%
- Number of violations reported at the end of detailed-routing iteration 0: 145
* Dominant Register Cell: sky130_fd_sc_hd__dfrtp_1
- Adders+Majority by Area: 14.1%
- Once detailed placement completed, the half-perimeter wirelength came to 5540 um.
- Area growth from synthesis to layout: 11.9%
- Cells taking the most area after synthesis: sky130_fd_sc_hd__dfrtp_1 25%, sky130_fd_sc_hd__ha_1 13%, sky130_fd_sc_hd__xnor2_1 4.5%
- Recorded from the global router log, the overflow total was 0.
- Effective utilization at floorplan: 52.3%
- Sink Count: 31
* Number of nets still failing antenna checks after routing: 0
- The synthesis run shows the most used standard cells to be 33 x sky130_fd_sc_hd__nand2_1, 32 x sky130_fd_sc_hd__ha_1, 31 x sky130_fd_sc_hd__dfrtp_1, 26 x sky130_fd_sc_hd__o21ai_0, 25 x sky130_fd_sc_hd__inv_1.
* Worst slew margin relative to its limit: 54.3%
- The final antenna diode tally reported by the flow is 0.
- Floorplan die width: 81.2 um
* Total Routed Length: 7600 um
- Logic area: 2050 um2
* Multiplexer share of the synthesized area: 4.31%
- Type of the worst min-delay path: reg2reg
- Post-Layout Inst Area: 3510 um2
- Post-CTS sizing: 0
* Avg Inst Size Synth: 8.52 um2
- Post-route fraction of the period consumed by the critical path: 46.9%
- Data required time of the critical path: 7500 ps
- Origin of the critical flop-to-flop path: Product_booth[10]
- In this build the clock could be raised as far as 292 MHz.
- Setup TNS: 0 ps
- STA lists the endpoint of the worst register-to-register path as Product_booth[16].
- In this run the cell area measured after placement is 3390 um2.
- Routed vias/inst: 5.76
- After clock tree synthesis, the setup repair step added 0 buffers.
* Number of instances in the synthesized netlist: 368
* Switching power of the nets: 693 uW
- Internal power: 843 uW
* Number of placed cells counting well taps: 450
- # Cells Yosys: 368
- After filler insertion, the fill cell instance count of the layout stands at 533.
- In this run the maximum-capacitance check reported violations numbering 0.
* Total GRT Usage: 25.5%
- Post-synthesis chip area from yosys: 3130 um2
- Power per standard cell area: 438 nW/um2
- Clock network fraction of design power: 12.0%
- Pin count of the biggest net entering global routing: 32
* Worst Max-Slew Pin Slew: 683 ps
* Via count of the first global-routing pass: 2428
* Crit. End Element: register
- Net switching is 45.1% of the power.
- Cell Rows: 28
* Insertion delay of the later-clocked pin in the worst-skew pair: 290 ps
* Number of antenna violations at the first check in global routing: 0
- Input and output buffers added on the ports amount to 34.
- The flow ran to the end, and the final reports show no timing, DRC or antenna violations.
- The share of total power dissipated in sequential elements is 17.7%.
- IR analysis of the VDD net gives a maximum drop of 0.000300 V.
- Vias after detailed routing: 2640
* Worst clock skew on the final layout: 7.05 ps
- The post-synth register bit count is 31.
* Fraction of layout instances using a drive strength above 1: 7.57%
- Share of synthesized cell area in and, or, nand and nor gates: 15.4%
- Async set-or-reset flop fraction in the synthesized netlist: 100%
- Share of Yosys cell area claimed by the top area cell type: 24.8%
- Non-Filler Instances: 458
- In this run the tools logged warnings totalling 35.
* Worst setup startpoint: Product_booth[10]
- Final critical path time including I/O delays and setup: 3420 ps
- Combinational group share of total power: 70.3%
- FF/Latch Area: 776 um2
- According to the timing report, the critical path is captured at Product_booth[16].
- Flip-flops with a built-in enable: 0
* Post-placement worst setup slack: 3940 ps
- Unrepaired setup endpoints after global routing: no
- The data arrival time reported for the critical path is 3620 ps.
- The pre-antenna-repair detailed-routing pass consisted of 5 iterations.
* Buffer levels on the longest clock path: 2
- Largest fanout of any net on the critical path: 8
- In the final report, the number of hold violations comes to 0.
* Sequential fraction of the synthesis area: 24.8%
* First-pass GRT wire length: 12400 um
- R2r setup slk: 3880 ps
- The worst path meets setup with 3880 ps of slack.
- The script logs the mean routed wire length per placed instance as 16.6 um.
- Clock root cell: sky130_fd_sc_hd__clkbuf_8
- Cells on worst reg2reg path: 13
- In this run the cell area of the synthesized design comes to 3130 um2.
- Synth area leader: sky130_fd_sc_hd__dfrtp_1
## power by group through the flow
stage     registers (mW)  logic (mW)  clock network (mW)
6_report           0.273        1.08               0.184
5_1_grt            0.278        1.20               0.197
4_1_cts            0.271        1.08               0.188
## cell families after synthesis
group	after synthesis
and+or+nand+nor	100
adders and majority gates	34
buffers and inverters	57
xor gates and xnor gates	25
DFF	31
AOI/OAI and AO/OA	109
muxes	12
## worst min-delay path by stage
stage / end / slack [ps] / depth (start not counted)
final: Counter[5] / 470 / 1
after global routing: Counter[5] / 490 / 1
after CTS: Counter[5] / 480 / 1
## layout make-up
class	instances	area share, %
multi-input cells	280	58.5
flip-flops and latches	31	22.1
repair buffers	38	10.6
inverters	26	2.78
well taps	75	2.68
clock buffers	6	2.35
clock inverters	2	0.999
## placed cells by master, fill, tap and decap left out, types with 5 or more instances in the layout
cell type                         instances
sky130_fd_sc_hd__clkdlybuf4s50_1         34
sky130_fd_sc_hd__nand2_1                 33
sky130_fd_sc_hd__ha_1                    32
sky130_fd_sc_hd__dfrtp_1                 31
sky130_fd_sc_hd__inv_1                   25
sky130_fd_sc_hd__o21ai_0                 25
sky130_fd_sc_hd__nor2_1                  21
sky130_fd_sc_hd__a21oi_1                 18
sky130_fd_sc_hd__xnor2_1                 16
sky130_fd_sc_hd__nand3_1                  9
sky130_fd_sc_hd__mux2i_1                  9
sky130_fd_sc_hd__nor3_1                   7
sky130_fd_sc_hd__xor2_1                   7
sky130_fd_sc_hd__nor2b_1                  7
sky130_fd_sc_hd__o21a_1                   7
sky130_fd_sc_hd__a22oi_1                  6
sky130_fd_sc_hd__nand2b_1                 6
sky130_fd_sc_hd__clkbuf_8                 6
sky130_fd_sc_hd__a31oi_1                  5
## flip-flops by register name, summed over array words and instances (netlist names)
name,flops
Counter,6
Mplicand,8
Product_booth,16
Product_Valid,1
## routing by layer
layer | vias to the layer above | part of all wire (%) | wire [um] | global-route usage (%)
met5 | - | 0 | 0 | 0
met4 | 0 | 1.3 | 98 | 3.57
met3 | 10 | 3.8 | 292 | 2.74
met2 | 54 | 46 | 3520 | 40.0
met1 | 1259 | 49 | 3690 | 39.5
li1 | 1317 | - | - | -
## worst max-delay path: stages (launching register included)
cell and delay (ps):
sky130_fd_sc_hd__dfrtp_1 510, sky130_fd_sc_hd__ha_1 360, sky130_fd_sc_hd__nor2b_1 150, sky130_fd_sc_hd__o31a_1 280
sky130_fd_sc_hd__or2_1 240, sky130_fd_sc_hd__a21oi_1 180, sky130_fd_sc_hd__xnor2_1 90, sky130_fd_sc_hd__ha_1 210
sky130_fd_sc_hd__or3_1 330, sky130_fd_sc_hd__o221a_2 290, sky130_fd_sc_hd__o21ai_0 170, sky130_fd_sc_hd__nand2b_1 100
sky130_fd_sc_hd__o21a_1 170, sky130_fd_sc_hd__o31ai_1 230
## through the flow
stage | util (%) | hold slack (ps) | power (mW)
after floorplan | - | 447 | 1.13
final | 58.5 | 474 | 1.54
after global placement | 56.6 | 468 | 1.35
after CTS | 58.5 | 482 | 1.54
after detailed placement | 56.6 | 472 | 1.34
after global routing | 58.5 | 492 | 1.67
Power figures rest on the tool's default switching activity, not on a simulated workload.
