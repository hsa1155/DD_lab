--- flow/design.v ---
`timescale 1ns/1ps
module lab(
	CLK, 
	RST,
	en,
	in_a, 
	in_b, 
	Product
);
input 			CLK, RST;
input			en;
input 	[7:0]	in_a;			 
input  	[7:0]	in_b;			 
output	[15:0]  Product;
reg 		  [7:0] Mplicand;		
reg signed [16:0]	Product_booth;
reg 		  [2:0]  Counter;
assign Product = Product_booth[16:1];
reg mpy_done;
always @(posedge CLK or posedge RST) begin
	if(RST)
		mpy_done <= 1'b1;
	else if(en)
		mpy_done <= 1'b0;
	else if(Counter==3'd5)
		mpy_done <= 1'b1;
	else
		mpy_done <= mpy_done;
end
always @(posedge CLK or posedge RST)
begin
	if (RST)begin
		Counter <= 3'b0;
	end
	else if (~mpy_done)
		Counter <= Counter + 1'b1;
	else
		Counter <= Counter;
end
always @(posedge CLK or posedge RST)
begin
	if (RST) begin
		Product_booth  <= 17'b0;
		Mplicand <= 8'b0;
	end
	else if (Counter == 3'd1) begin
		Mplicand <= in_a;
		Product_booth <= {8'b0, in_b, 1'b0};	
	end
	else if (Counter <= 3'd5)begin
		if(Product_booth[2:0] == 3'b001 || Product_booth[2:0] == 3'b010)
			Product_booth = Product_booth+{Mplicand,9'b0};
		else if(Product_booth[2:0] == 3'b101 || Product_booth[2:0] == 3'b110)
			Product_booth = Product_booth-{Mplicand,9'b0};
		else if(Product_booth[2:0] == 3'b011)
			Product_booth = Product_booth+{Mplicand,9'b0}+{Mplicand,9'b0};
		else if(Product_booth[2:0] == 3'b100)
			Product_booth = Product_booth-{Mplicand,9'b0}-{Mplicand,9'b0};
		Product_booth = Product_booth >>>2;
	end
	else begin
		Product_booth <= Product_booth;
		Mplicand	<= Mplicand;
	end
end
endmodule
--- flow/run.sh ---
#!/bin/bash
# OpenROAD 26Q1-2900-gdf79404cd8, Yosys 0.63+post, stock flow scripts
make -C /OpenROAD-flow-scripts/flow DESIGN_CONFIG=/design/flow/config.mk WORK_HOME=/design/flow/orfs finish
--- flow/config.mk ---
export PLATFORM = sky130hd
export DESIGN_NAME = lab
export DESIGN_NICKNAME = lab
export VERILOG_FILES = /design/flow/design.v
export SDC_FILE = /design/flow/constraint.sdc
export NUM_CORES = 4
export LEC_CHECK = 1
export CORE_UTILIZATION = 50
--- flow/constraint.sdc ---
current_design lab

set clk_period 5.5
set clk_io_pct 0.2

create_clock -name clk0 -period $clk_period [get_ports {CLK}]

set non_clock_inputs [all_inputs -no_clocks]
set_input_delay [expr $clk_period * $clk_io_pct] -clock clk0 $non_clock_inputs
set_output_delay [expr $clk_period * $clk_io_pct] -clock clk0 [all_outputs]
==> flow_metrics.py <==
# Physical implementation metrics
metrics = {
    "worst_setup_path": {
        "timing.critical_path.max_delay_family": "AND-OR/OR-AND gates",
        "critPathArrivalTime_ns": 3.66,
        "cp-start-kind": "flip-flop",
        "cp_cell_instances": "inv_1, ha_1, inv_1, fa_1, a21o_1, a21oi_1, xnor2_1, ha_1, o211a_1, o31ai_1, nand2_1, xor2_1, a211oi_1, a211oi_1, a221o_1",
        "worstPathMaxFanout": 4,
        "slowest_stage": "dfrtp_1",
        "wp_data_required_ns": 5.67,
        "cpPeakStageDelay_ns": 0.42,
        "crit_buf_inv": 2,
        "critical_path_class": "reg2reg",
        "critPathCaptureType": "flip-flop",
    },
    "sta": {
        "max_clock_freq_ghz": 0.2869,
        "report.final.hold_viol_count": 0,
        "slew_headroom_pct": 55.85,
        "finalWorstPathRequiredPeriod_ns": 3.485,
        "final_clock_period_utilization_by_the_worst_path_pct": 63.37,
        "setup_slack_ns": 2.015,
        "worstMarginPinSlew_ns": 0.6622,
        "hold-worst-slack_ns": 0.5364,
        "rsz0062_at_grt": "no",
        "finalSetupViolCount": 0,
        "final_max_tran_viols": 0,
        "clock_skew_ns": 0.004236,
        "finalSetupTns_ns": 0,
    },
    "synth": {
        "async_flop_share_pct": 100.0,
        "synth.yosys.chip_area_sq_um": 2873,
        "synth-seq-cells": 27,
        "synth.lib_cells_used.distinct": 57,
        "synth-warning-count": 1,
        "yosysSeqAreaShare_pct": 23.56,
        "synth.avg_cell_area_sq_um": 8.208,
        "yosys_most_used_dff": "dfrtp_1",
        "synth-edff-count": 0,
        "netlist_instances": 350,
        "synthesis.area_sq_um": 2873,
        "yosys-stat-cells": 350,
    },
    "detailed_routing": {
        "route.vias.total": 2445,
        "drtIter0Drc": 146,
        "routed_wirelength_um": 6973,
        "post_drt_via_cell_ratio": 5.660,
        "wl_per_instance_um": 16.14,
        "number_of_optimization_iterations_in_the_first_detailed_route_pass": 4,
        "residual_drc_count": 0,
        "postRouteAntennaNets": 0,
        "antenna_cells": 0,
    },
    "placed_design": {
        "globalplace.congestion": 0.9076,
        "place.port_buffers": 34,
        "dp_worst_setup_slack_ns": 2.054,
        "place.detailed.hpwl_um": 5212,
    },
    "clocking": {
        "tritoncts_clock_tree": "built",
        "number_of_buffers_on_the_longest_clock_path": 2,
        "post_cts_buffers": 0,
        "clock.latency.late_pin_ns": 0.28,
        "worst_setup_hold_path_clk_slew_ns": 0.11,
        "ctsResizeCount": 0,
        "root_buffer": "clkbuf_8",
        "hold_buffers": 0,
        "cts_htree_levels": 1,
        "clkSinkCount": 27,
        "numCtsBuffers": 3,
    },
    "die": {
        "die_height_um": 77.80,
        "die.size.x_um": 77.80,
        "placementRows": 27,
        "floorplanUtilization_pct": 52.17,
        "fp.dieArea_sq_um": 6053,
        "io-pin-count": 35,
        "design.core.area_sq_um": 5507,
    },
    "finish": {
        "combGateArea_sq_um": 1933,
        "post_route_cells_drive_above_1_share_pct": 5.833,
        "final.fill_count": 505,
        "synthToLayoutAreaGrowth_pct": 10.71,
        "share_of_the_core_filled_with_cells_in_the_final_layout_pct": 57.76,
        "layout.area.seq_sq_um": 676.9,
    },
    "global_route": {
        "first_global_vias": 2232,
        "track_usage_pct": 25.51,
        "antenna_found_initial": 0,
        "overflow": 0,
        "global_route_wire_length_before_repair_um": 11560,
        "grt_max_degree": 41,
    },
    "status": {
        "outcome": "complete, no violations",
    },
    "worst_hold_path": {
        "min-delay-path-class": "reg2reg",
    },
    "job": {
        "tool_warnings": 34,
        "drv.max_cap_violation_count": 0,
    },
}
## per-stage QoR
step | instances | instance area, sq um
CTS | 432 | 3181
floorplan | 350 | 2873
finish | 432 | 3181
global route | 432 | 3181
global placement | 428 | 3134
detailed placement | 428 | 3134
## layer usage
| metal | vias up | routed length (um) | track usage [%] |
|---|---|---|---|
| met4 | 0 | 70 | 2.830 |
| met5 | - | 0 | 0 |
| met1 | 1134 | 3520 | 40.87 |
| li1 | 1247 | - | - |
| met3 | 6 | 314 | 3.465 |
| met2 | 58 | 3067 | 38.67 |
## final cells by class
type | instances | share of cell area (%)
tap | 72 | 2.832
multi-input combinational | 273 | 60.78
clock buffer | 3 | 1.298
clock inverter | 1 | 0.1574
inverter | 19 | 2.242
timing repair buffer | 37 | 11.41
sequential | 27 | 21.28
## final timing paths
| check | to | slack, ns | startpoint | cells past startpoint |
|---|---|---|---|---|
| min in group asynchronous | Counter[2] | 1.19 | RST | 3 |
| worst min-delay path | Product_booth[1] | 0.54 | Product_booth[3] | 2 |
| worst min register to register | Product_booth[1] | 0.54 | Product_booth[3] | 2 |
| max in group asynchronous | mpy_done | 4.00 | RST | 3 |
| worst max register to register | Product_booth[12] | 2.01 | Product_booth[9] | 15 |
| worst max-delay path | Product_booth[12] | 2.01 | Product_booth[9] | 15 |
## worst reg2reg max path, stage by stage (launching register included)
cell,delay [ns]
dfrtp_1,0.42
inv_1,0.11
ha_1,0.26
inv_1,0.08
fa_1,0.41
a21o_1,0.18
a21oi_1,0.23
xnor2_1,0.20
ha_1,0.33
o211a_1,0.13
o31ai_1,0.11
nand2_1,0.11
xor2_1,0.16
a211oi_1,0.24
a211oi_1,0.08
a221o_1,0.34
## logic make-up after synthesis
group / count (synthesis) / synth area share (%)
AOI/OAI and AO/OA: 104 / 24.65
xor gates and xnor gates: 26 / 8.188
adders and majority gates: 33 / 15.37
buffers and inverters: 50 / 9.146
DFF: 27 / 23.56
muxes: 9 / 3.223
and+or+nand+nor: 101 / 15.85
## synthesized netlist by cell type, drive strengths merged (3+ instances only)
library cell,n,area (sq um)
clkbuf,5,18.77
inv,19,71.31
nand2b,8,50.05
buf,26,172.7
nand2,33,123.9
mux2i,7,70.07
nor2b,5,31.28
o21ai,22,110.1
o211ai,6,60.06
o31ai,4,30.03
a31oi,4,25.02
a21o,4,30.03
fa,4,80.08
xor2,11,103.9
ha,28,350.3
o21bai,3,22.52
xnor2,15,131.4
dfrtp,26,650.6
o22ai,9,56.30
a211oi,8,60.06
or2,4,25.03
or3,3,18.77
a21oi,26,141.4
nor2,37,138.9
nand3,4,20.02
## cells in the final DEF, fill, tap and decap left out, types with 2 or more instances in the layout
master / n
a21o_1: 4
a211oi_1: 8
inv_1: 18
a221o_1: 2
clkdlybuf4s50_1: 34
o21a_1: 2
or2_1: 3
xor2_1: 10
mux2i_1: 7
nand3_1: 4
o211ai_2: 3
o21bai_1: 3
nor2b_1: 5
xnor2_1: 15
a21oi_1: 23
nand2b_1: 8
fa_1: 4
nor2_1: 37
clkbuf_8: 3
dfrtp_1: 26
a21oi_2: 3
o31ai_1: 4
o221ai_1: 2
nor3b_1: 2
o211a_1: 2
nand2_1: 33
or3_1: 3
o21ai_0: 16
ha_1: 28
o211ai_1: 3
buf_4: 3
o21ai_1: 6
a31oi_1: 4
o22ai_1: 9
nand3b_1: 2
## state kept, by name, indices dropped and copies added (netlist names)
register       count
Counter            3
Mplicand           8
Product_booth     15
mpy_done           1
