[design/flow/config.mk]
export PLATFORM = sky130hd
export DESIGN_NAME = RCA_16bit
export DESIGN_NICKNAME = RCA_16bit
export VERILOG_FILES = /design/flow/design.v
export SDC_FILE = /design/flow/constraint.sdc
export NUM_CORES = 4
export LEC_CHECK = 1
export CORE_AREA = 10 10 70 70
export DIE_AREA = 0 0 80 80
[design/flow/design.v]
`timescale 1ns/1ps
module RCA_16bit(a,b,cin,sum,cout);
    input [15:0] a,b;
    input cin;
    output [15:0] sum;
    output cout;
    wire [14:0] c;
	fulladder A(a[0],b[0],cin,sum[0],c[0]);
	fulladder B(a[1],b[1],c[0],sum[1],c[1]);
	fulladder C(a[2],b[2],c[1],sum[2],c[2]);
	fulladder D(a[3],b[3],c[2],sum[3],c[3]);
	fulladder E(a[4],b[4],c[3],sum[4],c[4]);
	fulladder F(a[5],b[5],c[4],sum[5],c[5]);
	fulladder G(a[6],b[6],c[5],sum[6],c[6]);
	fulladder H(a[7],b[7],c[6],sum[7],c[7]);
	fulladder I(a[8],b[8],c[7],sum[8],c[8]);
	fulladder J(a[9],b[9],c[8],sum[9],c[9]);
	fulladder K(a[10],b[10],c[9],sum[10],c[10]);
	fulladder L(a[11],b[11],c[10],sum[11],c[11]);
	fulladder M(a[12],b[12],c[11],sum[12],c[12]);
	fulladder N(a[13],b[13],c[12],sum[13],c[13]);
	fulladder O(a[14],b[14],c[13],sum[14],c[14]);
	fulladder P(a[15],b[15],c[14],sum[15],cout);
endmodule
module fulladder(a,b,cin,sum,cout);
	input a, b, cin;
    output sum,cout;
    wire x,y,z;
    xorgate xor1 (a,b,x);
	xorgate xor2(x,cin,sum);
	andgate and1(a,b,y);
	andgate and2(z,cin,q);
	orgate or1(a,b,z);
	orgate or2(y,q,cout);
endmodule
module xorgate (a,b,out);
	input a,b;
	output out;
	andgate and1 (a,~b,x);
	andgate and2 (~a,b,y);
	orgate or1 (x,y,out);
endmodule
module andgate (a,b,out);
	input a, b;
	output reg out;
	always @ (*)  begin
		#10 out <= a & b;  
	end
endmodule
module orgate (a,b,out);
	input a, b;
	output reg out;
	always @ (*)  begin
		#4 out <= a | b;  
	end
endmodule
[design/flow/constraint.sdc]
current_design RCA_16bit

set clk_period 4.9
set clk_io_pct 0.2

create_clock -name clk0 -period $clk_period

set non_clock_inputs [all_inputs -no_clocks]
set_input_delay [expr $clk_period * $clk_io_pct] -clock clk0 $non_clock_inputs
set_output_delay [expr $clk_period * $clk_io_pct] -clock clk0 [all_outputs]
[design/flow/run.sh]
#!/bin/bash
# OpenROAD 26Q1-2900-gdf79404cd8, Yosys 0.63+post, stock flow scripts
make -C /OpenROAD-flow-scripts/flow DESIGN_CONFIG=/design/flow/config.mk WORK_HOME=/design/flow/orfs finish
==> deck_impl_summary.md <==
Physical Implementation Snapshot

Pwr
  – Clk network pwr share: 0
  – Seq pwr share: 0
  – Lkg Pwr: 0.3458 nW
  – P per Cell Area: between 100 and 150 nW/um^2
  – Switching share of power: 0.3155
  – Switching power: slightly above 0.03 mW
  – Peak supply drop: 0.03625 mV
  – Internal power: between 0.06 and 0.07 mW
  – Logic gate share of total power: 1.000

Die
  – Die X-Extent: 80 um
  – Die Size: roughly 6400 um^2
  – Core ar.: 3416 um^2
  – I/O pin count: around 50
  – # rows: 21
  – Die height: roughly 80 um
  – Initial Util: 0.1377

Final timing
  – Slew HR: 0.9205
  – Worst-Margin Slew: around 0.12 ns
  – Max Slew Vio Count: 0
  – Final min period: between 7 and 8 ns
  – Hold Vio Cnt, Final: 0
  – Total negative slack: -16.77 ns
  – Worst hold slack: 2.675 ns
  – Final setup viols: 10
  – RSZ-0062 raised after global routing: yes
  – Cycle use final: 1.577
  – Fmax: roughly 130 MHz
  – Worst setup margin: -2.829 ns

Global route
  – Tot GR Track Use: 0.04979
  – Antenna violations before repair: 0
  – Vias in the first global route: 483
  – GRT Residual Overflow: 0
  – Largest net degree at the start of global routing: 2
  – First-pass GRT wire length: ~2500 um

Drt
  – Post-Route WL: 1606 um
  – Detail Route Antenna Nets: 0
  – # diodes: 0
  – Drt wl/cell: around 13 um
  – DR vias/cell: 3.267
  – DRT Pass-1 Iters: 1
  – Vias: roughly 390
  – Initial DRC count: 0
  – Remaining DRCs: 0

Placement
  – DPL Wire Length: 1592 um
  – # port buffers: roughly 50
  – Routability cong.: around 0.85

Run status
  – Failing checks: setup timing
  – Status: complete, but fails checks

Setup path
  – CP max-delay cell: fa_2
  – CP Max Fanout: 1
  – Critical Path Max Stage Delay: approximately 0.44 ns
  – Worst setup EP type: output pin
  – Startpoint Class: primary input
  – CP dominant cell by count: fa_2
  – Required @ worst endpoint: 3.92 ns
  – Cell breakdown of the critical path: buf_6 > fa_2 > fa_2 > fa_2 > fa_2 > fa_2 > fa_2 > fa_2 > fa_2 > fa_2 > fa_2 > fa_2 > fa_2 > fa_2 > fa_2 > inv_2 > fa_2 > fa_2 > inv_2 > buf_2
  – Crit path DAT: slightly below 7 ns
  – Kind of critical path: primary input to output pin

Synth
  – Yosys warning total: 5
  – Count of different cell masters after synthesis: 3
  – Commonest cells in the synthesized netlist: 16 x buf_4, 16 x fa_1, 8 x inv_1
  – Top cells by area: fa_1 68%, buf_4 26%, inv_1 6.4%
  – Average size of a mapped cell: around 12 um^2
  – Leading area contributor after synthesis: fa_1
  – Ys cells: approximately 40
  – Post-synthesis cell area: ~470 um^2
  – Mapped Cells: about 40
  – Seq/Total Area, Yosys: 0
  – Top cell area share: 0.6809
  – Yosys chip area: roughly 470 um^2

Layout
  – Final-layout clock buffer total: 0
  – Proportion of layout cells with a drive suffix above 1: 0.4459
  – Registers: 0
  – FF/Latch Area: 0 um^2
  – Fillers: between 300 and 400
  – Area growth from synthesis to layout: 88.83%

Run
  – Max_cap viols: 0
  – Tool warnings: 35

Worst hold path
  – Hold Crit Class: primary input to output pin

Clocking
  – Setup repair bufs after CTS: 0
  – Hold-fix buffers at CTS: 0
[area by class of cell]
type,count,area (um^2),share of cell area
multi-input cells,16,360.3,0.4056
inverters,8,30.03,0.03380
well taps,46,57.56,0.06479
repair buffers,50,440.4,0.4958
[power by group through the flow]
| stage | Sequential [mW] | Combinational, mW | Clock [mW] |
|---|---|---|---|
| 6_report | 0 | 0.0974 | 0 |
| 5_1_grt | 0 | 0.113 | 0 |
| 4_1_cts | 0 | 0.0991 | 0 |
[per-layer routing]
metal / routed length, um / GRT usage / part of all wire
met5: 0 / 0 / 0
met4: 0 / 0 / 0
met3: 496 / 0.05568 / 0.31
met2: 501 / 0.06421 / 0.31
met1: 608 / 0.05748 / 0.38
[worst max-delay path: cells and delay by family]
| family | cells | cell delay, ns |
|---|---|---|
| buf+inv | 4 | 0.28 |
| fa+ha+maj | 16 | 5.45 |
[layout by cell type (no fill, tap or decap)]
cell / netlist / final
buf_2: 0 / 12
buf_6: 0 / 2
clkdlybuf4s50_1: 0 / 34
dlygate4sd2_1: 0 / 2
fa_2: 0 / 16
inv_1: 8 / 5
inv_2: 0 / 3
[per-stage QoR]
stage	area, um^2	utilization	worst slack [ns]	power [mW]	std cells
after global placement	943.4	0.2762	-3.558	0.1160	120
after floorplan	505.5	-	-2.616	0.05640	40
after global routing	888.4	0.2601	-2.979	0.1127	120
final	888.4	0.2601	-2.829	0.09743	120
after detailed placement	943.4	0.2762	-3.582	0.1168	120
after CTS	882.1	0.2582	-3.245	0.09911	120
[logic make-up (layout without fill, tap and decap cells)]
family                     count (synthesis)  after routing  share of synthesized area
buffers and inverters                     24             58                     0.3192
adders and majority gates                 16             16                     0.6809
[what timing repair did]
item	in CTS	in global routing
pin swaps	16	13
resized	52	3
endpoints found under the setup margin	12	11
[worst paths after layout]
kind	startpoint	to	cells after the start	slack, ns
worst max-delay path	cin	sum[15]	20	-2.83
worst min-delay path	cin	sum[0]	3	2.68
Power figures rest on the tool's default switching activity, not on a simulated workload.
